### flow/config.mk
export PLATFORM = sky130hd
export DESIGN_NAME = rejestr
export DESIGN_NICKNAME = rejestr
export VERILOG_FILES = /design/flow/design.v
export SDC_FILE = /design/flow/constraint.sdc
export NUM_CORES = 4
export LEC_CHECK = 1
export CORE_AREA = 10 10 70 70
export DIE_AREA = 0 0 80 80
### flow/constraint.sdc
current_design rejestr

set clk_period 1.0
set clk_io_pct 0.2

create_clock -name clk0 -period $clk_period [get_ports {clk}]

set non_clock_inputs [all_inputs -no_clocks]
set_input_delay [expr $clk_period * $clk_io_pct] -clock clk0 $non_clock_inputs
set_output_delay [expr $clk_period * $clk_io_pct] -clock clk0 [all_outputs]
### flow/design.v
`timescale 1ns / 1ps
module rejestr(
    input clk,
    input sw1,
    input [7:0] in,
    output reg [7:0] out
  );
  integer i;
  initial
  begin
    for (i=0;i<8;i=i+1)
      out[i]=1'b0;
  end
  always@ (posedge clk)
  begin
    if(sw1 == 1'b0)
      out = ~out;
    else
      out = in;
  end
endmodule
### flow/run.sh
#!/bin/bash
# OpenROAD 26Q1-2900-gdf79404cd8, Yosys 0.63+post, stock flow scripts
make -C /OpenROAD-flow-scripts/flow DESIGN_CONFIG=/design/flow/config.mk WORK_HOME=/design/flow/orfs finish
==> summary.txt <==
worst setup path startpoint = out[0]$_DFF_P_
critical path required time = 0.80 ns
Worst-path clk slew = 0.05 ns
Slew Limit Fails = 0
tool warning count = 25
die width = 80 um
Crit-path slowest cell = dfxtp_2
post-synthesis cell area = 241.5 um^2
TritonCTS Buffers = 3
cell count after synthesis = 25
Flops after synth = 8
# fillers = 383
Longest Clk Path Bufs = 2
Cell Chain, Critical Path = clkdlybuf4s15_1
MaxCap Viol Count = 0
Avg WL per Cell = 7.835 um
first drt pass iteration count = 3
Worst Slack Setup Final = 0.05613 ns
YS chip area = 241.5 um^2
Unique cell types = 4
clk sinks = 8
Clock Skew = 0 ns
post-cts resize count = 20
largest net degree at the start of global routing = 17
Die Y = 80 um
worst rel slew slack = 89.76%
DIE AREA = 0.006400 mm^2
cell family with most CP delay = flip-flops
share of layout cells above drive strength 1 = 26.67%
crit path max fanout = 2
ys cells = 25
Critical Path Sink Type = primary output
crit share post-route = 94.39%
first-pass GRT wire length = 1.166 mm
maximum VDD drop = 0.3021 mV
Slew @ Worst Pin = 0.1520 ns
Post-DP HPWL = 569 um
IO Port Bufs = 17
Crit Path Category = flop to primary output
status = finished, final reports clean
fmax = 1.059 GHz
final setup fails = 0
CTS tree = yes
floorplan utilization = 7.070%
RSZ-0062 raised after global routing = false
hold path start = out[4]$_DFF_P_
CTS hold repair buffers = 0
H-tree levels = 1
worst reg2reg path startpoint = out[2]$_DFF_P_
Final Hold Fails = 0
Pleak = 0.1863 nW
Root Driver = clkbuf_4
diode count = 0
Core Rows = 21
IO Count = 18
clk ins delay skew pair = 0.24 ns
Core Region = 0.003416 mm^2
number of flip-flops in the largest register = 8
setup TNS = 0 ns
CP arrival = 0.74 ns
Avg Inst Size Synth = 9.659 um^2
pwr/cell area = 1417 mW/mm^2
hold crit path type = flop to flop
drt total wl = 713 um
post-route ant nets = 0
Largest stage delay, worst path = 0.32 ns
Seq/Total Area, Yosys = 66.32%
area growth from synthesis to layout = 106.2%
Final GP Congestion = 0.7652
Iter 0 DRT Violations = 2
Syn. warnings = 1
vias in the first global route = 257
WP buf/inv = 1
Final min period = 0.9439 ns
CP Launch Type = flop
pre-CTS setup slack = -0.05972 ns
total gr overflow = 0
GRT Total Usage = 2.206%
vias post-DR = 230
DRC viols = 0
antenna violations before repair = 0
Post-CTS Setup Bufs = 0
vias per inst = 2.527
[Yosys cell counts (all sizes together)]
cell | n | area share, %
buf | 1 | 4.7
dfxtp | 8 | 66
nand2 | 8 | 12
o21ai | 8 | 17
[worst paths after layout]
kind                         end  slack [ns]  cells after the start
setup / recovery          out[0]        0.06                      1
hold / removal    out[4]$_DFF_P_        0.42                      1
setup reg to reg  out[2]$_DFF_P_        0.46                      1
hold reg to reg   out[4]$_DFF_P_        0.42                      1
[per-stage QoR]
step                      util (%)  hold WS, ns  power, mW  instance area [um^2]  cells
after global routing         14.58       0.4381     0.7534                 498.0     91
after CTS                    14.43       0.4258     0.7203                 493.0     91
after floorplan                  -       0.3086     0.3843                 241.5     25
after detailed placement     13.63       0.4319     0.4896                 465.4     88
after global placement       13.63       0.4298     0.4903                 465.4     88
final                        14.58       0.4188     0.7059                 498.0     91
[cell type report]
type / instances / area [um^2] / area share (%)
timing repair buffer: 18 / 177.7 / 35.68
sequential: 8 / 170.2 / 34.17
multi-input combinational: 16 / 70.07 / 14.07
tap: 46 / 57.56 / 11.56
clock buffer: 3 / 22.52 / 4.523
[where the power goes]
part / switching (mW) / leakage [nW] / internal (mW)
Clock: 0.0952 / 0.0138 / 0.136
Sequential: 0.0128 / 0.0679 / 0.357
Combinational: 0.0274 / 0.105 / 0.0768
Total: 0.135 / 0.186 / 0.570
[cells by family after synthesis]
logic type             share of synthesized area, %
DFF                                           66.32
and+or+nand+nor                               12.44
AOI/OAI and AO/OA                             16.58
buffers and inverters                         4.663
[per-layer routing]
metal  routed length [um]  up-vias  track usage, %
li1                     -      122               -
met1                  330       94           2.746
met3                  117        0           1.250
met2                  265       14           3.130
met5                    0        -               0
met4                    0        0          0.7042
[placed cells by master (no fill, tap or decap)]
cell             instances
clkbuf_4                 3
buf_4                    1
nand2_1                  8
dfxtp_2                  8
clkdlybuf4s50_1          9
clkdlybuf4s15_1          8
o21ai_0                  8
No activity file was given, so power comes from the tool's default toggle rates.
